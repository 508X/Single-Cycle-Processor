`run.sh`:
```
#!/bin/bash
# OpenROAD 26Q1-2900-gdf79404cd8, Yosys 0.63+post, stock flow scripts
make -C /OpenROAD-flow-scripts/flow DESIGN_CONFIG=/design/flow/config.mk WORK_HOME=/design/flow/orfs finish
```
`config.mk`:
```
export PLATFORM = sky130hd
export DESIGN_NAME = processor
export DESIGN_NICKNAME = processor
export VERILOG_FILES = /design/flow/design.v
export SDC_FILE = /design/flow/constraint.sdc
export NUM_CORES = 4
export LEC_CHECK = 1
export CORE_AREA = 10 10 102 102
export DIE_AREA = 0 0 112 112
```
`constraint.sdc`:
```
current_design processor

set clk_period 4.6
set clk_io_pct 0.2

create_clock -name clk0 -period $clk_period [get_ports {clk}]

set non_clock_inputs [all_inputs -no_clocks]
set_input_delay [expr $clk_period * $clk_io_pct] -clock clk0 $non_clock_inputs
set_output_delay [expr $clk_period * $clk_io_pct] -clock clk0 [all_outputs]
```
`design.v`:
```
`timescale 1ns / 1ps
module alu_32(
   	input  [31:0] A_in,B_in,         
   	input  [3:0]  ALU_Sel,           
   	output [31:0] ALU_Out,           
   	output reg    Carry_Out,
   	output        Zero,              
   	output reg    Overflow = 1'b0    
    	);
	reg [31:0] ALU_Result;
	reg [32:0] temp;
	reg [32:0] twos_com;
	assign ALU_Out = ALU_Result;
	assign Zero = (ALU_Result == 0);
	always @ (*)
		begin
			Overflow = 1'b0;
			Carry_Out = 1'b0;
			case (ALU_Sel)
				4'b0000:
					ALU_Result = A_in & B_in;
				4'b0001:
					ALU_Result = A_in | B_in;
				4'b0010:
					begin
						ALU_Result = $signed(A_in) + $signed(B_in);
						temp = {1'b0, A_in} + {1'b0, B_in};
						Carry_Out = temp[32];
						if(	(A_in[31] & B_in[31] & ~ALU_Out[31]) |
							(~A_in[31] & ~B_in[31] & ALU_Out[31]))
								Overflow = 1'b1;
						else
							Overflow = 1'b0;
					end
				4'b0110:
					begin
						ALU_Result = $signed(A_in) - $signed(B_in);
						twos_com = ~(B_in) + 1'b1;
						if(	(A_in[31] & twos_com[31] & ~ALU_Out[31]) |
							(~A_in[31] & ~twos_com[31] & ALU_Out[31]))
								Overflow = 1'b1;
						else
								Overflow = 1'b0;
					end
				4'b0111:
					ALU_Result = ($signed(A_in) < $signed(B_in)) ? 32'd1 : 32'd0;
				4'b1100:
					ALU_Result = ~(A_in | B_in);
				4'b1111:
					ALU_Result = (A_in == B_in) ? 32'd1 : 32'd0;
				default: ALU_Result = A_in + B_in;
			endcase
		end
endmodule
`timescale 1ns / 1ps
module ALUController(
    ALUOp, Funct7, Funct3, Operation
    );
    input [2:0] Funct3;
    input [6:0] Funct7;
    input [1:0] ALUOp;
    output wire [3:0] Operation;
    assign Operation[0] =   (Funct3 == 3'b110) || (Funct3 == 3'b010 && (ALUOp == 2'b00 || ALUOp == 2'b10)) ? 1'b1 : 1'b0;
    assign Operation[1] =   (Funct3 == 3'b000) || (Funct3 == 3'b010) ? 1'b1 : 1'b0;
    assign Operation[2] =   ((ALUOp == 2'b10) && (Funct3 == 3'b100 || Funct3 == 3'b010) && (|Funct7 == 1'b0)) || 
                            ((Funct7[5] == 1'b1) && (Funct3 == 3'b000) && (ALUOp == 2'b10)) || 
                            ((ALUOp == 2'b00) && (Funct3 == 3'b100 || Funct3 == 3'b010)) ? 
                            1'b1 : 1'b0;
    assign Operation[3] =   (Funct3 == 3'b100) ? 1'b1 : 1'b0;
endmodule
`timescale 1ns / 1ps
module Controller(
    Opcode,
    ALUSrc, MemtoReg, RegWrite, MemRead, MemWrite,
    ALUOp
    );
    input [6:0] Opcode;
    output reg ALUSrc, MemtoReg, RegWrite, MemRead, MemWrite;
    output reg [1:0] ALUOp;
    always @ (*) begin
        MemtoReg =  (Opcode == 7'b0000011) ? 1'b1 : 1'b0;
        MemWrite =  (Opcode == 7'b0100011) ? 1'b1 : 1'b0;
        MemRead  =  (Opcode == 7'b0000011) ? 1'b1 : 1'b0;
        ALUSrc   =  (Opcode == 7'b0110011) ? 1'b0 : 1'b1;
        RegWrite =  (Opcode == 7'b0100011) ? 1'b0 : 1'b1;
        ALUOp[1] =  &Opcode[5:4];
        ALUOp[0] =  ~Opcode[4];
    end
endmodule
`timescale 1ns / 1ps
module DataMem(MemRead, MemWrite, addr, write_data, read_data);
    input               MemRead;
    input               MemWrite;
    input       [8:0]   addr;
    input       [31:0]  write_data;
    output  reg [31:0]  read_data;
            reg [31:0]  memory      [127:0];
    always @ (*)
    begin
        if (MemRead == 1'b1) begin
            read_data = memory[addr[8:2]];
        end
        if (MemWrite == 1'b1) begin
            memory[addr[8:2]] = write_data;
        end
    end
endmodule
`timescale 1ns / 1ps
module data_path #(
    parameter PC_W = 8,        
    parameter INS_W = 32,      
    parameter RF_ADDRESS = 5,  
    parameter DATA_W = 32,     
    parameter DM_ADDRESS = 9,  
    parameter ALU_CC_W = 4     
 )(
    input                  clk ,     
    input                  reset,    
    input                  reg_write,    
    input                  mem2reg,      
    input                  alu_src,      
    input                  mem_write,    
    input                  mem_read,     
    input  [ALU_CC_W-1:0]  alu_cc,       
    output          [6:0]  opcode,       
    output          [6:0]  funct7,       
    output          [2:0]  funct3,       
    output   [DATA_W-1:0]  alu_result    
 );
    wire    [PC_W-1:0]  PC;
    wire    [PC_W-1:0]  PCPlus4;
    wire    [INS_W-1:0] Instruction;
    wire    [DATA_W-1:0]      ExtImm;
    wire    [DATA_W-1:0]      WriteBack_Data;
    wire    [DATA_W-1:0]      Reg1;
    wire    [DATA_W-1:0]      Reg2;
    wire    [DATA_W-1:0]      SrcB;
    wire                overflow, zero, cout;
    wire    [DATA_W-1:0]      DataMem_read;
    FlipFlop flip_flop(.clk(clk), .reset(reset), .d(PCPlus4), .q(PC));
    assign PCPlus4 = PC + 8'd4;
    InstMem instr_mem(.addr(PC), .instruction(Instruction));
    assign opcode = Instruction[6:0];
    assign funct3 = Instruction[14:12];
    assign funct7 = Instruction[31:25];
    ImmGen imm_gen(.InstCode(Instruction[31:0]), .ImmOut(ExtImm));
    RegFile reg_file(.clk(clk),
                .reset(reset),
                .rg_wrt_en(reg_write),
                .rg_wrt_addr(Instruction[11:7]),
                .rg_rd_addr1(Instruction[19:15]),
                .rg_rd_addr2(Instruction[24:20]),
                .rg_wrt_data(WriteBack_Data),
                .rg_rd_data1(Reg1),
                .rg_rd_data2(Reg2));
    Mux21 RegMux(.S(alu_src), .D1(ExtImm), .D2(Reg2), .Y(SrcB));
    alu_32 ALU(.A_in(Reg1), 
               .B_in(SrcB), 
               .ALU_Sel(alu_cc), 
               .ALU_Out(alu_result), 
               .Carry_Out(cout), 
               .Zero(zero), 
               .Overflow(overflow));
    DataMem data_mem(.MemRead(mem_read), 
                     .MemWrite(mem_write), 
                     .addr(alu_result[8:0]), 
                     .write_data(Reg2), 
                     .read_data(DataMem_read));
    Mux21 DataMux(.S(mem2reg), .D1(DataMem_read), .D2(alu_result), .Y(WriteBack_Data));
endmodule
`timescale 1ns / 1ps
module FlipFlop(clk, reset, d, q);
    input clk;
    input reset;
    input       [7:0] d;
    output reg  [7:0] q;
    always @ (posedge clk)
        begin
        q <= reset ? 8'b0 : d;
        end
endmodule  
`timescale 1ns / 1ps
module ImmGen(
	InstCode ,
	ImmOut
	);
	input [31:0] InstCode;
	output reg [31:0] ImmOut;
	always @ (InstCode)
		begin
			case (InstCode[6:0])
			7'b0000011:
				ImmOut = {InstCode[31] ? {20{1'b1}} : 20'b0, InstCode[31:20]};
			7'b0010011:
				ImmOut = {InstCode[31] ? {20{1'b1}} : 20'b0, InstCode[31:20]};
			7'b0100011:
				ImmOut = {InstCode[31] ? {20{1'b1}} : 20'b0, InstCode[31:25], InstCode[11:7]};
			7'b0010111:
				ImmOut = {InstCode[31:12], 12'b0};
			default:
				ImmOut = {32'b0};
			endcase
		end
endmodule
`timescale 1ns / 1ps
module InstMem(input [7:0] addr, output wire [31:0] instruction);
    reg [31:0] Instruction_memory [63:0];
    initial begin
    Instruction_memory[0]   = 32'h00007033;   
    Instruction_memory[1]   = 32'h00100093;   
    Instruction_memory[2]   = 32'h00200113;   
    Instruction_memory[3]   = 32'h00308193;   
    Instruction_memory[4]   = 32'h00408213;   
    Instruction_memory[5]   = 32'h00510293;   
    Instruction_memory[6]   = 32'h00610313;   
    Instruction_memory[7]   = 32'h00718393;   
    Instruction_memory[8]   = 32'h00208433;   
    Instruction_memory[9]   = 32'h404404B3;   
    Instruction_memory[10]  = 32'h00317533;   
    Instruction_memory[11]  = 32'h0041E5B3;   
    Instruction_memory[12]  = 32'h0041A633;   
    Instruction_memory[13]  = 32'h007346B3;   
    Instruction_memory[14]  = 32'h4D34F713;   
    Instruction_memory[15]  = 32'h8D35E793;   
    Instruction_memory[16]  = 32'h4D26A813;   
    Instruction_memory[17]  = 32'h4D244893;   
    Instruction_memory[18] = 32'h02b02823;  
    Instruction_memory[19] = 32'h03002603;  
    end
    assign instruction = Instruction_memory[addr[7:2]];
endmodule  
`timescale 1ns / 1ps
module Mux21(S, D1, D2, Y);
    input [31:0] D1;
    input [31:0] D2;
    input S;
    output [31:0] Y;
    assign Y = S ? D1 : D2;
endmodule
`timescale 1ns / 1ps
module RegFile(
    clk, reset, rg_wrt_en,
    rg_wrt_addr,
    rg_rd_addr1,
    rg_rd_addr2,
    rg_wrt_data,
    rg_rd_data1,
    rg_rd_data2
    );
    input   [4:0]   rg_rd_addr1;
    input   [4:0]   rg_rd_addr2;
    input   [4:0]   rg_wrt_addr;
    input   [31:0]  rg_wrt_data;
    input           reset, 
                    clk, 
                    rg_wrt_en;
    output wire [31:0] rg_rd_data1;
    output wire [31:0] rg_rd_data2;
    reg [31:0] register_file [31:0];
    assign rg_rd_data1 = register_file[rg_rd_addr1];
    assign rg_rd_data2 = register_file[rg_rd_addr2];
    integer i;
    always @ (reset) begin
        if(reset) begin
            for(i = 0; i < 32; i = i + 1) begin
                register_file[i] <= 32'b0;
            end
        end
    end
    always @ (posedge clk) begin
        if(reset == 1'b0 && rg_wrt_en == 1'b1) begin
            register_file[rg_wrt_addr] = rg_wrt_data;
        end
    end
endmodule
`timescale 1ns / 1ps
module processor(
    input clk, input reset,
    output [31:0] Result
    );
    wire [1:0] ALUOp;
    wire RegWrite, ALUSrc, MemtoReg, MemWrite, MemRead;
    wire [2:0] Funct3;
    wire [6:0] Funct7;
    wire [6:0] Opcode;
    wire [3:0] Operation;
    data_path Datapath(.clk(clk), .reset(reset), 
    .reg_write(RegWrite), .mem2reg(MemtoReg), .alu_src(ALUSrc), .mem_write(MemWrite), .mem_read(MemRead),
    .alu_cc(Operation), .opcode(Opcode), .funct7(Funct7), .funct3(Funct3),
    .alu_result(Result));
    Controller Controller(.Opcode(Opcode),
    .ALUSrc(ALUSrc), .MemtoReg(MemtoReg), .RegWrite(RegWrite), .MemRead(MemRead), .MemWrite(MemWrite),
    .ALUOp(ALUOp));
    ALUController ALUController(.ALUOp(ALUOp), .Funct7(Funct7), .Funct3(Funct3), .Operation(Operation));
endmodule
```
==> results.toml <==
# flow metrics
[floorplanning]
die_h_um = 112
ios = 34
die_area_mm2 = 0.01254
fp.coreArea_mm2 = 0.008217
initial_core_util_pct = 19.14
dieWidth_um = 112
rows = 33

[finish]
nFillCells = 910
fin_util_pct = 24.64
final_cells = 336
area.growth.synth_to_final_pct = 28.72
drive_above_1_share_pct = 8.225

[synthesis]
ys_top_cells_by_count = "45 x nand2_1, 24 x dfxtp_1, 18 x nor2_1, 17 x o21ai_0, 12 x inv_1"
synth_flops = 24
syn_inst = 205
syn_area_per_cell_um2 = 7.672
netlist-cell-type-count = 45
yosysMostFrequentCell = "nand2_1"
yosys_area_mm2 = 0.001573
async_flop_share_pct = 0
synth_top_area_share_pct = 30.55
ys_seq_share_pct = 30.55
synth-edff-count = 0
synth_stat.cells = 205
ys_warn_count = 2057
ys.flop_type = "dfxtp_1"
synth_area_mm2 = 0.001573
synthTopCellsByArea = "dfxtp_1 31%, nand2_1 11%, ha_1 6.4%"
yosys.area.top_type = "dfxtp_1"

[pwr]
power_switching_uw = 144.0
pwr-share-seq_pct = 44.4
pwr-share-comb_pct = 29.9
p_leak_nw = 0.8847
p_per_area_mw_per_mm2 = 260.8
worst_ir_drop_vdd_uv = 110.2
clock_power_share_pct = 25.7
internal_power_uw = 384.1
switching_share_pct = 27.27

[run]
warnings = 25
cap_violations = 0

[final_timing]
maxSlewViolCount = 0
relSlewSlack_pct = 50.28
tightest_slew_ns = 0.7430
setup_viol = 0
hold_viol_final = 0
fin_tns_setup_ns = 0
post-route-min-period_ns = 3.783
skew_ns = 0.003370
rsz0062_at_grt = "no"
fin_ws_ns = 0.8173
holdWs_ns = 0.7339
period_used_pct = 82.23
timing.fmax_mhz = 264.4

[routing]
first_pass_iters = 4
routed_via_density = 4.342
routed_wl_um = 3926
diodes = 0
drc = 0
ant_nets = 0
vias = 1459
wire_per_inst_um = 11.68
drt_iter0_drc = 131

[worst_setup_path]
cp.arrival_ns = 2.86
endpoint_kind = "output port"
slowest_delay_ns = 0.60
crit_type = "reg -> out"
r2r-end = "Datapath.imm_gen.InstCode[21]"
crit_fanout = 14
crit_buf_inv = 2
cp_data_required_time_ns = 3.68
reg2reg_slack_ns = 1.99
crit_start = "Datapath.imm_gen.InstCode[5]"
crit_chain = "inv_1 > a21oi_1 > ha_1 > o211ai_1 > nand2_1 > nand2_1 > ha_1 > o21ai_0 > clkdlybuf4s50_1"
rr_startpoint = "Datapath.flip_flop.q[2]"
cp.depth = 9
cp-endpoint = "Result[16]"
worst-r2r-cell-count = 8
slowest_stage = "dfxtp_1"
cp-start-kind = "flop"
critPathTopFamily = "buffers and inverters"

[clock_network]
cts_hold_buffers = 0
htree_levels = 1
tritoncts = "built"
cts_buffers = 3
insertion_delay_ns = 0.26
post_cts_buffers = 0
clockBufferDepth = 2
cts_resized = 0
numClockSinks = 24
clockRootBuffer = "clkbuf_8"
clkSlewWorstSetupHoldPaths_ns = 0.08

[grt]
grt_pass1_wl_um = 6644
grt_max_degree = 22
antenna_found_initial = 0
overflow = 0
grt_pass1_vias = 1301
grt.total_usage_pct = 5.985

[placed_design]
port_buffers = 33
dp_hpwl_um = 3101
placed_cells = 332
dpl_worst_slack_ns = 1.108
gp_congestion = 0.8234

[worst_hold_path]
hold_path_class = "reg -> reg"
hold_depth = 2

[outcome]
status = "finished clean"
through the flow:
stage               instance area (um2)  power, mW
finish                             2024     0.5280
floorplan                          1573     0.3223
detailed placement                 1969     0.3986
CTS                                2024     0.5340
global placement                   1969     0.3973
global route                       2024     0.5670
power by group through the flow:
stage	Clock (mW)	Combinational (mW)	Sequential, mW
after global routing	0.150	0.180	0.237
final	0.136	0.158	0.235
after CTS	0.139	0.160	0.234
cells by family (layout without fill, tap and decap cells):
family	after synthesis	after routing	synth area share (%)
flip-flops	24	24	30.55
buffers and inverters	23	49	7.000
adder cells (fa/ha/maj)	8	8	6.365
XOR/XNOR	3	3	1.671
AND/OR/NAND/NOR	94	94	28.16
multiplexers	9	9	6.603
AND-OR/OR-AND	44	44	19.65
cell type report:
| class | count | area [um2] | share of cell area, % |
|---|---|---|---|
| Multi-Input combinational cell | 158 | 982.2 | 48.52 |
| Sequential cell | 24 | 480.5 | 23.73 |
| Timing Repair Buffer | 33 | 330.3 | 16.32 |
| Tap cell | 105 | 131.4 | 6.489 |
| Clock buffer | 4 | 55.05 | 2.719 |
| Inverter | 12 | 45.04 | 2.225 |
cell usage in the layout (no fill, tap or decap), drive strengths merged, types with 2 or more instances in the layout:
master / count
a21oi: 9
a21boi: 2
inv: 12
xor2: 2
mux2i: 4
nand2b: 2
ha: 8
mux2: 5
dfxtp: 24
nor2: 18
nand4b: 3
o21ai: 17
clkbuf: 4
o211ai: 2
and3: 4
nor2b: 3
o32ai: 2
nor3: 10
o2bb2ai: 3
nand2: 45
clkdlybuf4s50: 33
layer usage:
layer | routed length, um | track usage (%) | vias to the layer above
li1 | - | - | 762
met1 | 2084 | 9.026 | 650
met2 | 1539 | 8.625 | 45
met3 | 287 | 1.629 | 2
met4 | 14 | 0.4230 | 0
met5 | 0 | 0 | -
state kept, by name (all words and copies together), names as in the netlist:
signal and count:
Datapath.flip_flop.q 5, Datapath.imm_gen.InstCode 19
how the worst min path moves through the flow:
stage / start / to / slack (ns)
4_1_cts: Datapath.flip_flop.q[2] / Datapath.imm_gen.InstCode[30] / 0.72
5_1_grt: Datapath.flip_flop.q[2] / Datapath.imm_gen.InstCode[5] / 0.78
6_report: Datapath.flip_flop.q[2] / Datapath.imm_gen.InstCode[30] / 0.73
worst min-delay path: stages, from the launching register on:
cell and delay, ns:
dfxtp_1 0.48, nand4_1 0.14, o21ai_0 0.07
No activity file was given, so power comes from the tool's default toggle rates.
